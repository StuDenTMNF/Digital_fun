[flow/design.v]
module tower_keeper_moore(
input clk,
input rst,
input request_F1,
input request_F2,
input sensor_F1,
input sensor_F2,
output reg motor_up,
output reg motor_down,
output reg door_open
);
localparam IDLE_F1     = 2'd0;
localparam moving_up   = 2'd1;
localparam IDLE_F2     = 2'd2;
localparam moving_down = 2'd3;
reg [1:0] state, next_state;
always @(*) begin
      next_state = state;
       case(state) 
	          IDLE_F1 : begin if (request_F2) begin next_state = moving_up;
	     end
	 end
	           moving_up: begin if (sensor_F2) begin next_state = IDLE_F2;
	     end
	 end
	           IDLE_F2: begin if (request_F1) begin next_state = moving_down;
	     end
	 end
	           moving_down: begin if (sensor_F1) begin next_state = IDLE_F1;
	     end
	 end
	           default: begin next_state = IDLE_F1;
	     end
	 endcase
end
always @(posedge clk or posedge rst) begin
      if (rst) begin
		state <= IDLE_F1;
		end else begin
		state <= next_state;
	end
end
	always @(*) begin
	motor_up = 1'b0;
	motor_down = 1'b0;
	door_open = 1'b0;
		  case (state) 
					 moving_up : begin  motor_up = 1'b1;
			  end
					 IDLE_F2 : begin  door_open = 1'b1;
			  end
					 moving_down : begin  motor_down = 1'b1;
			  end
					 IDLE_F1 : begin  door_open = 1'b1;
			  end
	  endcase
	end
endmodule
module tower_keeper_mealy(
input clk,
input rst,
input request_F1,
input request_F2,
input sensor_F1,
input sensor_F2,
output reg motor_up,
output reg motor_down,
output reg door_open
);		 
localparam IDLE_F1     = 2'd0;
localparam moving_up   = 2'd1;
localparam IDLE_F2     = 2'd2;
localparam moving_down = 2'd3;
reg [1:0] state, next_state;
always @(*) begin
      next_state = state;
       case(state) 
	          IDLE_F1 : begin if (request_F2) begin next_state = moving_up;
	     end
	 end
	           moving_up: begin if (sensor_F2) begin next_state = IDLE_F2;
	     end
	 end
	           IDLE_F2: begin if (request_F1) begin next_state = moving_down;
	     end
	 end
	           moving_down: begin if (sensor_F1) begin next_state = IDLE_F1;
	     end
	 end
	           default: begin next_state = IDLE_F1;
	     end
	 endcase
end
always @(posedge clk or posedge rst) begin
      if (rst) begin
		state <= IDLE_F1;
		end else begin
		state <= next_state;
	end
end
	always @(*) begin
	motor_up = 1'b0;
	motor_down = 1'b0;
	door_open = 1'b0;
		  case (state) 
					 moving_up : begin  motor_up = 1'b1;
					 if (sensor_F2) begin
					 door_open = 1'b1;
					end
			  end
					 IDLE_F2 : begin  door_open = 1'b1;
			  end
					 moving_down : begin  motor_down = 1'b1;
					 if (sensor_F1) begin
					 door_open = 1'b1;
					end
			  end
					 IDLE_F1 : begin  door_open = 1'b1;
			  end
	  endcase
	end
endmodule	 
[flow/run.sh]
#!/bin/bash
# OpenROAD 26Q1-2900-gdf79404cd8, Yosys 0.63+post, stock flow scripts
make -C /OpenROAD-flow-scripts/flow DESIGN_CONFIG=/design/flow/config.mk WORK_HOME=/design/flow/orfs finish
[flow/config.mk]
export PLATFORM = sky130hd
export DESIGN_NAME = tower_keeper_mealy
export DESIGN_NICKNAME = tower_keeper_mealy
export VERILOG_FILES = /design/flow/design.v
export SDC_FILE = /design/flow/constraint.sdc
export NUM_CORES = 4
export LEC_CHECK = 1
export CORE_AREA = 10 10 70 70
export DIE_AREA = 0 0 80 80
[flow/constraint.sdc]
current_design tower_keeper_mealy

set clk_period 1.3
set clk_io_pct 0.2

create_clock -name clk0 -period $clk_period [get_ports {clk}]

set non_clock_inputs [all_inputs -no_clocks]
set_input_delay [expr $clk_period * $clk_io_pct] -clock clk0 $non_clock_inputs
set_output_delay [expr $clk_period * $clk_io_pct] -clock clk0 [all_outputs]
==> run notes <==
run metrics: status=complete, no violations, vias in the first global route=201, setup slack after layout=0.00360 ns, final number of max-transition violations=0, overall die width=80 um, capturing element of the worst setup path=motor_up, Max-Cap Viols=0, post-route clock skew=0.00189 ns, number of antenna repair diodes=0, register share after synthesis=0.551, first drt pass iteration count=2, fmax=771 MHz, total die size=6400 um2, effective utilization at floorplan=0.0538, largest fanout on the critical path=3, Clock Latency Late Sink=0.24 ns, switching power of the nets=0.141 mW, setup repair after global routing missed its margin=yes, Period minus WS final=1.30 ns, number of non-filler instances in the completed layout=83, number of storage elements in the synthesis netlist=4, register share of total power=0.350, Clk network pwr share=0.342, top layer reached by signal wires=met3, Crit Path Category=flip-flop to primary output, largest register by flop count=state, post-synth design cell area=184 um2, port bufs=8, peak supply drop=0.424 mV, largest registers=state: 4 flops, area growth from synthesis to layout=116%, HPWL reported at the end of detailed placement=533 um, share of layout cells above drive strength 1=0.622, depth of the most critical reg-to-reg path=3, CTS tree=done, share of power burned in combinational logic=0.309, synth unique cells=11, routability cong.=0.751, internal power of the cells=0.369 mW, Worst Path Arrival=1.04 ns, setup violators final=0, die height=80 um, CTS root buffer=sky130_fd_sc_hd__clkbuf_4, final-report hold violation count=0, total length of routed met3 wires=103 um, post-DR wirelength/cell=7.73 um, number of cells in Yosys stat=19, maximum number of pins on one net before global-route repair=5, wire length reported by the detailed router=642 um, Leak=0.166 nW, yosys stat area=184 um2, Hold WC Path Type=input pin to asynchronous set/reset pin, cell count after synthesis=19, placed instance count=77, start point of the critical path=state[0], global-route wire length before repair=966 um, total tool warning count=27, critical path required time=1.04 ns, total of warnings raised by yosys=1, antenna violations before repair=0, area of the core=3420 um2, worst slew margin relative to its limit=0.891, Total GRT Usage=0.0211, r2r startpoint=state[0], First DRT Iteration DRCs=6, routed metal-1 wire length=377 um, switching share of power=0.276, Remaining DRCs=0, Worst Setup Start Kind=flip-flop, clock-pin transition on the worst setup and hold timing paths=0.04 ns, clock buffer depth=2, count of boundary I/O pins=9, detailed route wirelength on metal2=161 um, overall via count from detail_route=189, total gr overflow=0, RR Endpoint=state[2], Placement Rows=21, worst slack at placement=-0.482 ns, Critical Path Sink Type=primary output, number of routed nets with antenna violations=0, setup slack on the worst flop-to-flop path=0.38 ns, flip-flop count of the largest register, all copies and words added=4, number of sinks on the clock net=4, detailed-route vias per instance=2.28, cell area power density=1280 nW/um2, Avg Cell Area, Syn=9.68 um2, level count of the clock H-tree=1, CTS buffer count=3, actual slew at the worst max-slew pin=0.163 ns, post-route fraction of the period consumed by the critical path=0.997
per-layer routing:
| layer | global-route usage | vias up |
|---|---|---|
| li1 | - | 98 |
| met1 | 0.0320 | 80 |
| met2 | 0.0169 | 11 |
| met3 | 0.0239 | 0 |
| met4 | 0.00176 | 0 |
| met5 | 0 | - |
power by group through the flow:
stage | clock (mW) | sequential (mW) | combinational, mW
final | 0.174 | 0.178 | 0.157
after global routing | 0.193 | 0.181 | 0.173
after CTS | 0.180 | 0.176 | 0.160
metrics by stage:
| stage | total power, mW | utilization | cell area [um2] | setup TNS, ns | hold slack, ns |
|---|---|---|---|---|---|
| floorplan | 0.211 | - | 184 | 0 | 0.0254 |
| global placement | 0.329 | 0.103 | 352 | -0.769 | 0.461 |
| detailed placement | 0.333 | 0.103 | 352 | -0.756 | 0.462 |
| CTS | 0.516 | 0.116 | 395 | -0.0127 | 0.210 |
| global route | 0.547 | 0.116 | 398 | -0.0771 | 0.232 |
| finish | 0.510 | 0.116 | 398 | 0 | 0.212 |
cell usage after synthesis:
cell type / instances / area share
sky130_fd_sc_hd__a22o_1: 1 / 0.048
sky130_fd_sc_hd__dfrtp_1: 3 / 0.41
sky130_fd_sc_hd__dfstp_2: 1 / 0.14
sky130_fd_sc_hd__inv_1: 3 / 0.061
sky130_fd_sc_hd__inv_2: 2 / 0.041
sky130_fd_sc_hd__nand2_1: 2 / 0.041
sky130_fd_sc_hd__nand2_2: 1 / 0.034
sky130_fd_sc_hd__nor3_1: 2 / 0.054
sky130_fd_sc_hd__o2111ai_1: 1 / 0.048
sky130_fd_sc_hd__o21ai_1: 1 / 0.027
sky130_fd_sc_hd__o21ai_2: 2 / 0.095
cells in the final DEF, fill, tap and decap left out:
| cell | count |
|---|---|
| sky130_fd_sc_hd__buf_4 | 5 |
| sky130_fd_sc_hd__dlygate4sd2_1 | 2 |
| sky130_fd_sc_hd__clkdlybuf4s50_1 | 3 |
| sky130_fd_sc_hd__dfstp_2 | 1 |
| sky130_fd_sc_hd__o2111ai_2 | 1 |
| sky130_fd_sc_hd__a22o_1 | 1 |
| sky130_fd_sc_hd__dfrtp_1 | 1 |
| sky130_fd_sc_hd__inv_2 | 2 |
| sky130_fd_sc_hd__o21ai_1 | 1 |
| sky130_fd_sc_hd__dfrtp_2 | 2 |
| sky130_fd_sc_hd__inv_1 | 3 |
| sky130_fd_sc_hd__nor3_2 | 2 |
| sky130_fd_sc_hd__clkbuf_4 | 3 |
| sky130_fd_sc_hd__buf_6 | 1 |
| sky130_fd_sc_hd__o21ai_2 | 2 |
| sky130_fd_sc_hd__buf_2 | 3 |
| sky130_fd_sc_hd__nand2_2 | 1 |
| sky130_fd_sc_hd__nand2_1 | 2 |
| sky130_fd_sc_hd__clkbuf_1 | 1 |
worst min-delay path by stage:
| stage | startpoint | end | slack (ns) | cells past startpoint |
|---|---|---|---|---|
| 4_1_cts | rst | state[1] | 0.21 | 2 |
| 5_1_grt | rst | state[3] | 0.23 | 2 |
| 6_report | rst | state[1] | 0.21 | 2 |
timing repair:
action / in CTS / in global routing
hold buffers: 0 / 0
resized: 15 / 2
setup buffers: 2 / 0
pin swaps: 1 / 0
endpoints found under the setup margin: 3 / 3
cells by family after synthesis:
family                 after synthesis  synth area share
buffers and inverters                5             0.102
DFF                                  4             0.551
AOI/OAI and AO/OA                    5             0.218
and+or+nand+nor                      5             0.129
layout make-up:
cell class                 instances  area [um2]
fill                             393        3020
timing repair buffer              14         111
inverter                           5        18.8
multi-input combinational         10        80.1
clock buffer                       4        26.3
tap                               46        57.6
sequential                         4         104
critical path: stages (launching register included):
cell and delay (ns):
sky130_fd_sc_hd__dfstp_2 0.54, sky130_fd_sc_hd__buf_6 0.11, sky130_fd_sc_hd__nor3_2 0.03, sky130_fd_sc_hd__buf_2 0.12
Power and IR drop assume default switching activity.
