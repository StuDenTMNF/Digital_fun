**design/flow/constraint.sdc**
```tcl
current_design metro_guard

set clk_period 4.8
set clk_io_pct 0.2

create_clock -name clk0 -period $clk_period [get_ports {clk}]

set non_clock_inputs [all_inputs -no_clocks]
set_input_delay [expr $clk_period * $clk_io_pct] -clock clk0 $non_clock_inputs
set_output_delay [expr $clk_period * $clk_io_pct] -clock clk0 [all_outputs]
```
**design/flow/config.mk**
```make
export PLATFORM = sky130hd
export DESIGN_NAME = metro_guard
export DESIGN_NICKNAME = metro_guard
export VERILOG_FILES = /design/flow/design.v
export SDC_FILE = /design/flow/constraint.sdc
export NUM_CORES = 4
export LEC_CHECK = 1
export CORE_UTILIZATION = 40
```
**design/flow/design.v**
```verilog
 module metro_guard(
input valid_pay,
input entire_flag,
input rst,
input clk,
output reg unblock
);
localparam IDLE = 1'd0;
localparam unlock = 1'd1;
localparam duration_10_sec = 32'd100;
reg  state, next_state;
reg [31:0] timer_cnt;
wire timer_done;
always @(posedge clk or posedge rst) begin
 if (rst) begin
    timer_cnt <= 32'd0;
	 end else if (state != next_state) begin
	 timer_cnt <= 32'd0;
	 end else if( state == unlock) begin
	 timer_cnt <= timer_cnt +1;
	 end else begin
	 timer_cnt <= 32'd0;
	 end
end
assign timer_done = (state == unlock && timer_cnt   ==  duration_10_sec);
always @(*) begin 
  next_state = state;;
  case(state)
       IDLE: begin if ( valid_pay) begin next_state = unlock;
		end
	end
       unlock: begin if ( timer_done || entire_flag) begin next_state = IDLE;
		end
	  end
       default: begin  next_state = IDLE;
		end
	endcase
end
always @(posedge clk or posedge rst)begin
      if(rst) begin
		    state <= IDLE;
			 end else begin
		state <= next_state;
		end
end
always @(*) begin
unblock = 1'd0;
    case (state) 
	 unlock : begin unblock = 1'b1;
	 end
	 IDLE   : begin unblock = 1'b0;
end
endcase
end
endmodule 	 
```
**design/flow/run.sh**
```bash
#!/bin/bash
# OpenROAD 26Q1-2900-gdf79404cd8, Yosys 0.63+post, stock flow scripts
make -C /OpenROAD-flow-scripts/flow DESIGN_CONFIG=/design/flow/config.mk WORK_HOME=/design/flow/orfs finish
```
==> impl_metrics.json <==
{
  "clock_insertion_delay_at_the_later_pin_of_the_skew_report_ns": 0.29,
  "fp_util_pct": 41.72,
  "report.final.setup_viol": 0,
  "critical_path_arrival_ns": 2.34,
  "postSynthRegisterBits": 33,
  "cts.clk_slew.worst_paths_ns": 0.07,
  "drive_above_1_share_pct": 7.246,
  "synthesis.area_per_instance_um2": 9.146,
  "die_height_um": 69.63,
  "run_status": "finished clean",
  "timing.critical_path.fanout_max": 17,
  "tool_warnings": 26,
  "worst_hold_path_type": "reg -> reg",
  "synth.area.top_cells": "sky130_fd_sc_hd__dfrtp_1 45%, sky130_fd_sc_hd__a21oi_1 4.7%, sky130_fd_sc_hd__or4_1 4.1%, sky130_fd_sc_hd__nand4_1 3.8%, sky130_fd_sc_hd__nand3_1 3.6%",
  "floorplan.die.width_um": 69.63,
  "diodes": 0,
  "start_kind": "register",
  "yosys_area_um2": 1829,
  "cts.root.buffer_cell": "sky130_fd_sc_hd__clkbuf_8",
  "post_detailed_route_wirelength_per_cell_um": 15.09,
  "timing_max_transition_violations_final": 0,
  "fin_worst_skew_ns": 0.008078,
  "synthArstFlopShare_pct": 100.0,
  "chipArea_um2": 4848,
  "syn2layout_area_growth_pct": 11.15,
  "post-route-drc-count": 0,
  "fmaxAchievable_ghz": 0.4598,
  "detailed_router_iteration_count_before_antenna_repair": 4,
  "rsz0062_at_grt": "false",
  "cts_resized": 0,
  "tritoncts_clock_tree": "done",
  "synthesis.instances": 200,
  "setup.worst_path.class": "reg -> reg",
  "finalHoldViolations": 0,
  "post_dp_cell_area_um2": 1917,
  "globalRoute.totalOverflow": 0,
  "cts.repair_timing.setup_buffer_count": 0,
  "via_count_of_the_first_global_routing_pass": 1475,
  "route.final.wire_length_um": 3909,
  "hpwlAfterDp_um": 2781,
  "synth_largest_type_area_fraction_pct": 45.14,
  "hold_path_depth": 1,
  "htreeDepth": 2,
  "route.vias.total": 1501,
  "setup_tns_ns": 0,
  "clock_path_buffers": 2,
  "clock-sinks": 33,
  "gp_congestion": 0.8865,
  "critical_path_required_ns": 4.97,
  "io_buffers": 4,
  "maximum_number_of_pins_on_one_net_before_global_route_repair": 34,
  "hold_buffers": 0,
  "synth.yosys.num_cells": 200,
  "timing_worst_slew_pin_value_ns": 0.6193,
  "most_common_cell": "sky130_fd_sc_hd__dfrtp_1",
  "worstSetupEndpointType": "register",
  "drv_cap": 0,
  "most_used_flip_flop_cell_after_synthesis": "sky130_fd_sc_hd__dfrtp_1",
  "synth-edff-count": 0,
  "rows": 24,
  "static-leakage-power_nw": 0.7206,
  "drtAntennaViolNets": 0,
  "numCtsBuffers": 5,
  "synthesis.area_um2": 1829,
  "ys_types": 34,
  "power_per_cell_area_nw_per_um2": 283.6,
  "post-route-cell-area_um2": 2033,
  "fillCellCount": 418,
  "antenna_found_initial": 0,
  "worst_slew_margin_rel_pct": 58.71,
  "synth.yosys.seq_area_share_pct": 45.14,
  "part_of_the_cycle_the_worst_path_needs_pct": 45.31,
  "commonest_cells_post_synth": "33 x sky130_fd_sc_hd__dfrtp_1, 17 x sky130_fd_sc_hd__a21oi_1, 15 x sky130_fd_sc_hd__nor2_1",
  "wire_length_of_the_first_global_routing_pass_um": 6955,
  "reg2reg_depth": 5,
  "design.core.area_um2": 4384,
  "routed_via_density": 5.795,
  "vdd_drop_max_v": 0.0002476,
  "total_power_mw": 0.5766,
  "post-route-min-period_ns": 2.175,
  "top_area_cell": "sky130_fd_sc_hd__dfrtp_1",
  "drt-initial-drc-count": 127,
  "grt_usage_pct": 18.32,
  "yosysWarnings": 1,
  "ios": 5,
  "rrSetupSlack_ns": 2.63
}
-- metrics by stage --
stage | worst slack, ns | hold WS, ns | utilization [%] | cells
after floorplan | 2.914 | 0.4153 | - | 200
after global placement | 2.518 | 0.4686 | 43.72 | 251
after detailed placement | 2.448 | 0.4746 | 43.72 | 251
after CTS | 2.607 | 0.4852 | 46.38 | 259
after global routing | 2.449 | 0.5245 | 46.38 | 259
final | 2.625 | 0.4807 | 46.38 | 259
-- state kept, by name, summed over array words and instances (netlist names) --
| name | count |
|---|---|
| timer_cnt | 32 |
| state | 1 |
-- final cells by class --
type	instances	area [µm²]	area share (%)
clock buffers	7	86.33	4.246
clock inverters	1	30.03	1.477
inverters	13	48.80	2.400
multi-input cells	147	922.1	45.35
flip-flops and latches	33	825.8	40.62
well taps	52	65.06	3.200
repair buffers	6	55.05	2.708
-- critical path: stages, from the launching register on --
cell and delay (ns):
sky130_fd_sc_hd__dfrtp_1 0.50, sky130_fd_sc_hd__nor4bb_1 0.38, sky130_fd_sc_hd__nand4_1 0.21, sky130_fd_sc_hd__o21ai_2 0.54
sky130_fd_sc_hd__buf_4 0.34, sky130_fd_sc_hd__o21ai_1 0.09
-- logic make-up (layout without fill, tap and decap cells) --
| group | Yosys count | in the layout | synth area share (%) |
|---|---|---|---|
| adders and majority gates | 2 | 2 | 1.368 |
| and+or+nand+nor | 95 | 95 | 30.98 |
| buffers and inverters | 20 | 27 | 4.651 |
| AOI/OAI and AO/OA | 37 | 37 | 11.56 |
| DFF | 33 | 33 | 45.14 |
| muxes | 1 | 1 | 0.5472 |
| xor gates and xnor gates | 12 | 12 | 5.746 |
-- routing by layer --
layer	wire, µm	GRT usage (%)	up-vias
met2	1693	27.62	28
li1	-	-	758
met5	0	0	-
met3	182	4.572	8
met4	63	3.556	0
met1	1969	28.14	707
-- final timing paths --
path	startpoint	to
setup / recovery	timer_cnt[5]	state
hold / removal	state	state
setup reg to reg	timer_cnt[5]	state
hold reg to reg	state	state
max in group asynchronous	rst	timer_cnt[6]
min in group asynchronous	rst	state
-- cells in the final DEF (no fill, tap or decap), types with 8 or more instances in the layout --
master / n
sky130_fd_sc_hd__a21oi_1: 17
sky130_fd_sc_hd__dfrtp_1: 33
sky130_fd_sc_hd__or4_1: 10
sky130_fd_sc_hd__nor4_1: 8
sky130_fd_sc_hd__nand3_1: 13
sky130_fd_sc_hd__inv_1: 13
sky130_fd_sc_hd__nand2_1: 9
sky130_fd_sc_hd__nand4_1: 11
sky130_fd_sc_hd__nor2_1: 15
sky130_fd_sc_hd__or3_1: 10
sky130_fd_sc_hd__o21ai_0: 8
-- power by group --
part           internal (mW)  leakage (nW)  switching, mW
clock                  0.169        0.0585         0.0971
sequential             0.281         0.458        0.00278
combinational        0.00971         0.204         0.0172
total                  0.460         0.721          0.117
Power figures rest on the tool's default switching activity, not on a simulated workload.
