**run.sh**
```bash
#!/bin/bash
# OpenROAD 26Q1-2900-gdf79404cd8, Yosys 0.63+post, stock flow scripts
make -C /OpenROAD-flow-scripts/flow DESIGN_CONFIG=/design/flow/config.mk WORK_HOME=/design/flow/orfs finish
```
**config.mk**
```make
export PLATFORM = sky130hd
export DESIGN_NAME = sprinkler_controller
export DESIGN_NICKNAME = sprinkler_controller
export VERILOG_FILES = /design/flow/design.v
export SDC_FILE = /design/flow/constraint.sdc
export NUM_CORES = 4
export LEC_CHECK = 1
export CORE_UTILIZATION = 40
```
**constraint.sdc**
```tcl
current_design sprinkler_controller

set clk_period 5.2
set clk_io_pct 0.2

create_clock -name clk0 -period $clk_period [get_ports {clk}]

set non_clock_inputs [all_inputs -no_clocks]
set_input_delay [expr $clk_period * $clk_io_pct] -clock clk0 $non_clock_inputs
set_output_delay [expr $clk_period * $clk_io_pct] -clock clk0 [all_outputs]
```
**design.v**
```verilog
module sprinkler_controller (
  input clk,                
  input rst,              
  input start_button,       
  output reg valve_A_open,  
  output reg valve_B_open   
);
  localparam IDLE         = 2'd0;
  localparam WATERING_A   = 2'd1;
  localparam PAUSE        = 2'd2;
  localparam WATERING_B   = 2'd3;
  localparam DURATION_10_SEC = 32'd100;  
  localparam DURATION_5_SEC  = 32'd50;   
  reg [1:0] state, next_state;     
  reg [31:0] timer_cnt;            
  wire timer_done;                 
  always @(posedge clk or posedge rst) begin
    if (rst) begin
      timer_cnt <= 32'd0;
    end else if (state != next_state) begin 
      timer_cnt <= 32'd0;
    end else if (state == WATERING_A || state == PAUSE || state == WATERING_B) begin
      if (!timer_done) begin  
          timer_cnt <= timer_cnt + 1;
      end
    end else begin
      timer_cnt <= 32'd0;
    end
  end
  assign timer_done = 
         (state == WATERING_A && timer_cnt == DURATION_10_SEC) ||
         (state == PAUSE      && timer_cnt == DURATION_5_SEC)  ||
         (state == WATERING_B && timer_cnt == DURATION_10_SEC);
  always @(*) begin
    next_state = state;  
    case (state)
      IDLE: begin
        if (start_button) begin
          next_state = WATERING_A;
        end
      end
      WATERING_A: begin
        if (timer_done) begin
          next_state = PAUSE;
        end
      end
      PAUSE: begin
        if (timer_done) begin
          next_state = WATERING_B;
        end
      end
      WATERING_B: begin
        if (timer_done) begin
          next_state = IDLE;
        end
      end
      default: begin
        next_state = IDLE;
      end
    endcase
  end
  always @(posedge clk or posedge rst) begin
    if (rst) begin
      state <= IDLE;
    end else begin
      state <= next_state;
    end
  end
  always @(*) begin
    valve_A_open = 1'b0;
    valve_B_open = 1'b0;
    case (state)
      WATERING_A: begin
        valve_A_open = 1'b1;
      end
      WATERING_B: begin
        valve_B_open = 1'b1;
      end
    endcase
  end
endmodule
```
==> impl_metrics.sql <==
-- metrics for the results database
INSERT INTO impl_metrics (metric_group, metric, value, unit) VALUES
('setup_path', 'crit_path_end_kind', 'register', ''),
('cells_and_area', 'fillCellCount', '411', ''),
('min_path', 'holdCritPathClass', 'reg -> reg', ''),
('cells_and_area', 'final_cells', '259', ''),
('global_routing', 'grt_usage', '16.8', '%'),
('logic_synthesis', 'gate_count_after_technology_mapping', '206', ''),
('global_routing', 'grt_pass1_vias', '1430', ''),
('setup_path', 'cp_data_required_time', '5390', 'ps'),
('setup_path', 'slowest_stage', 'sky130_fd_sc_hd__or4_1', ''),
('cells_and_area', 'area.combinational', '1000', 'µm²'),
('sta', 'timing.clock.skew', '3.53', 'ps'),
('sta', 'grt_setup_unrepaired', 'false', ''),
('power', 'powerDensity', '224', 'nW/µm²'),
('clocking', 'clock_latency', '280', 'ps'),
('clocking', 'post-cts-setup-buffer-count', '0', ''),
('floorplan', 'row_count', '24', ''),
('clocking', 'htree_num_levels', '2', ''),
('logic_synthesis', 'ys.flops', '34', ''),
('power', 'max_vdd_drop', '116', 'µV'),
('clocking', 'hold_buffers', '0', ''),
('global_routing', 'grt_pass1_wl', '6670', 'µm'),
('route', 'antenna_violating_nets_post_route', '0', ''),
('setup_path', 'crit_chain', 'ha_1 > nand4_1 > or4_1 > or4_1 > a211oi_1', ''),
('power', 'power.net_switching', '0.0000968', 'W'),
('route', 'post-route-drc-count', '0', ''),
('power', 'power.switching_fraction', '20.6', '%'),
('sta', 'finalClockPeriodUsage', '48.6', '%'),
('cells_and_area', 'flow.area_growth_from_synthesis', '8.26', '%'),
('clocking', 'clock_slew_at_the_register_clock_pins_of_the_worst_setup_and_hold_paths', '70', 'ps'),
('outcome', 'result_of_the_run', 'completed', ''),
('sta', 'timing_hold_violations_final', '0', ''),
('sta', 'whs', '577', 'ps'),
('setup_path', 'critical_path.startpoint_type', 'register', ''),
('sta', 'setup_total_negative_slack', '0', 'ps'),
('route', 'detail_route.wirelength', '3960', 'µm'),
('sta', 'postLayoutSetupSlackWorst', '2670', 'ps'),
('clocking', 'tritoncts.num_buffers', '5', ''),
('clocking', 'cts_resized', '0', ''),
('setup_path', 'worstPathMaxFanout', '14', ''),
('place', 'dp.final_hpwl', '2680', 'µm'),
('place', 'globalplace.congestion', '0.908', ''),
('clocking', 'clk_buf_depth', '2', ''),
('flow_run', 'cap_violations', '0', ''),
('power', 'seq_power_share', '56.3', '%'),
('clocking', 'cts.root.buffer_cell', 'sky130_fd_sc_hd__clkbuf_8', ''),
('power', 'p_int', '0.000373', 'W'),
('cells_and_area', 'most_instantiated_logic_cell_after_routing', 'sky130_fd_sc_hd__dfrtp_1', ''),
('global_routing', 'final_global_route_overflow_total', '0', ''),
('route', 'detail_route.first_pass.iterations', '4', ''),
('logic_synthesis', 'synth-area-yosys', '1940', 'µm²'),
('route', 'wl_per_cell', '15.3', 'µm'),
('power', 'p_clk_share', '42.2', '%'),
('setup_path', 'critical-path-top-cell-by-count', 'sky130_fd_sc_hd__or4_1', ''),
('floorplan', 'die_h', '71.6', 'µm'),
('logic_synthesis', 'synth_area', '1940', 'µm²'),
('setup_path', 'worstSetupPathType', 'reg -> reg', ''),
('global_routing', 'grt_max_degree', '35', ''),
('setup_path', 'critical_path_arrival', '2720', 'ps'),
('sta', 'maxSlewHeadroom', '28.3', '%'),
('route', 'vias', '1593', ''),
('power', 'p_leak', '0.804', 'nW'),
('setup_path', 'max_stage_delay', '720', 'ps'),
('logic_synthesis', 'synth_cell_types', '33', ''),
('logic_synthesis', 'ys.warnings.count', '1', ''),
('cells_and_area', 'flop_area', '851', 'µm²'),
('clocking', 'cts_sinks', '34', ''),
('sta', 'final_slew_viol_count', '0', ''),
('sta', 'fin_crit', '2530', 'ps'),
('place', 'place_worst_setup_slack', '2680', 'ps'),
('logic_synthesis', 'synth-seq-area-share', '43.9', '%'),
('clocking', 'cts_tree', 'built', '');
==> power by group through the flow <==
| stage | logic, W | clock network (W) | registers [W] |
|---|---|---|---|
| after CTS | 0.00000755 | 0.000204 | 0.000264 |
| after global routing | 0.00000850 | 0.000215 | 0.000264 |
| final | 0.00000701 | 0.000198 | 0.000264 |
==> per-layer routing <==
| layer | GRT usage (%) | wire length, µm | up-vias |
|---|---|---|---|
| met5 | 0 | 0 | - |
| met1 | 26.0 | 1960 | 757 |
| met2 | 25.1 | 1740 | 32 |
| li1 | - | - | 798 |
| met4 | 2.40 | 52 | 0 |
| met3 | 4.71 | 199 | 6 |
==> worst paths after layout <==
path | to | slack (ps) | from | cells after the start
max reg2reg | timer_cnt[26] | 2670 | timer_cnt[0] | 5
min reg2reg | timer_cnt[0] | 580 | timer_cnt[0] | 1
min in group asynchronous | state[1] | 1160 | rst | 3
min | timer_cnt[0] | 580 | timer_cnt[0] | 1
max in group asynchronous | timer_cnt[14] | 3750 | rst | 3
max | timer_cnt[26] | 2670 | timer_cnt[0] | 5
==> kinds of logic (layout without fill, tap and decap cells) <==
family	count (synthesis)	count (layout)	synth area share, %
flip-flops	34	34	43.9
adder cells (fa/ha/maj)	3	3	1.94
XOR/XNOR	15	15	6.77
AND/OR/NAND/NOR	97	97	29.9
AND-OR/OR-AND	35	35	12.5
buffers and inverters	22	23	4.97
==> through the flow <==
step                cell area [µm²]  utilization [%]
finish                         2100             46.6
global route                   2100             46.6
CTS                            2100             46.6
detailed placement             2010             44.6
global placement               2010             44.6
floorplan                      1940                -
==> worst max-delay path, delay by kind of cell, from the launching register on <==
| family | cells | cell delay (ps) |
|---|---|---|
| fa+ha+maj | 1 | 260 |
| compound gates | 1 | 250 |
| flops | 1 | 450 |
| simple gates | 3 | 1480 |
==> flip-flops by register name (all words and copies together) (netlist names) <==
register   count
timer_cnt     32
state          2
==> synthesized netlist by cell type (all sizes together) <==
| master | instances | area share (%) |
|---|---|---|
| xnor2 | 8 | 3.6 |
| clkbuf | 8 | 1.5 |
| a2111oi | 1 | 0.52 |
| and4b | 1 | 0.52 |
| nor3b | 1 | 0.39 |
| and3 | 2 | 0.65 |
| nor4 | 11 | 3.5 |
| buf | 6 | 1.9 |
| dfrtp | 34 | 44 |
| nand4 | 12 | 4.2 |
| o31ai | 7 | 2.7 |
| or3 | 10 | 3.2 |
| nor2b | 1 | 0.32 |
| a211oi | 15 | 5.8 |
| nand3 | 11 | 2.8 |
| nor4bb | 1 | 0.52 |
| nand4b | 1 | 0.45 |
| and2 | 1 | 0.32 |
| o21ai | 7 | 1.8 |
| nor3 | 17 | 4.4 |
| nand2 | 8 | 1.5 |
| nor2 | 5 | 0.97 |
| and4 | 5 | 2.3 |
| ha | 3 | 1.9 |
| xor2 | 7 | 3.2 |
| or2 | 1 | 0.32 |
| o211a | 1 | 0.52 |
| a21oi | 3 | 0.77 |
| or4 | 9 | 3.5 |
| o21a | 1 | 0.39 |
| inv | 8 | 1.5 |
==> area by class of cell <==
cell class | instances | area share, %
multi-input cells | 150 | 47.6
flip-flops and latches | 34 | 40.5
clock buffers | 7 | 4.11
well taps | 52 | 3.10
repair buffers | 7 | 2.98
inverters | 8 | 1.43
clock inverters | 1 | 0.238
Power figures rest on the tool's default switching activity, not on a simulated workload.
